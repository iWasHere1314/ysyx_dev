--- flow/config.mk ---
export PLATFORM = sky130hd
export DESIGN_NAME = ex_top
export DESIGN_NICKNAME = ex_top
export VERILOG_FILES = /design/flow/design.v
export SDC_FILE = /design/flow/constraint.sdc
export NUM_CORES = 4
export LEC_CHECK = 1
export CORE_UTILIZATION = 40
--- flow/constraint.sdc ---
current_design ex_top

set clk_period 34.3
set clk_io_pct 0.2

create_clock -name clk0 -period $clk_period

set non_clock_inputs [all_inputs -no_clocks]
set_input_delay [expr $clk_period * $clk_io_pct] -clock clk0 $non_clock_inputs
set_output_delay [expr $clk_period * $clk_io_pct] -clock clk0 [all_outputs]
--- flow/design.v ---
`timescale 1ns/10ps
`timescale 1ns / 1ps
module ex_alu (
    input   [2:0]    comp_type, 
    input                       alu_src_pc,
    input                       alu_src_imm,
    input   [2:0]       alu_op,
    input   [63:0]    pc,
    input   [63:0]         rs1_data,
    input   [63:0]         rs2_data,
    input   [63:0]         imm_data,
    output  [64:0]  alu_res_data
);
    wire alu_add;
    wire alu_sub;
    wire alu_xor;
    wire alu_or;
    wire alu_and;
    wire comp_signed;
    wire [63:0]        alu_op1_pre;
    wire [63:0]        alu_op2_pre;
    wire [64:0] alu_op1;
    wire [64:0] alu_op2;
    wire [64:0] alu_arh_res;
    wire [64:0] alu_xor_res;
    wire [64:0] alu_or_res;
    wire [64:0] alu_and_res;
    assign alu_add      =   alu_op == 3'b011;
    assign alu_sub      =   alu_op == 3'b100;
    assign alu_xor      =   alu_op == 3'b101;
    assign alu_or       =   alu_op == 3'b110;
    assign alu_and      =   alu_op == 3'b111;
    assign comp_signed  =   comp_type[2] & comp_type[0];  
    assign alu_op1_pre  =   ( alu_src_pc  == 1'b1 )? rs1_data: pc;
    assign alu_op2_pre  =   ( alu_src_imm == 1'b0 )? rs2_data: imm_data;
    assign alu_op1      =   { comp_signed & alu_op1_pre[63], alu_op1_pre };
    assign alu_op2      =   { comp_signed & alu_op2_pre[63], alu_op2_pre };
    assign alu_arh_res  =   alu_op1 + ( alu_sub? ( ~alu_op2 + 65'b1 ): alu_op2 );
    assign alu_xor_res  =   alu_op1 ^ alu_op2;
    assign alu_or_res   =   alu_op1 | alu_op2;
    assign alu_and_res  =   alu_op1 & alu_op2;
    assign alu_res_data =   65'b0
                            | { 65 { alu_add | alu_sub } } & alu_arh_res
                            | { 65 { alu_xor } } & alu_xor_res
                            | { 65 { alu_or } } & alu_or_res
                            | { 65 { alu_and } } & alu_and_res;
endmodule
`timescale 1ns / 1ps
module ex_branchjudge (
    input   [2:0]    comp_type, 
    input   [64:0]  alu_res_data,
    output  [63:0]         branchjudge_res_data
);
    wire branchjudge_eq;
    wire branchjudge_neq;
    wire branchjudge_lt;
    wire branchjudge_ge;
    wire branchjudge_eq_res;
    wire branchjudge_neq_res;
    wire branchjudge_lt_res;
    wire branchjudge_ge_res;
    wire branchjudge_res_pre;
    assign branchjudge_eq       =   comp_type == 3'b010;
    assign branchjudge_neq      =   comp_type == 3'b011;
    assign branchjudge_lt       =   comp_type[2:1] == 2'b10;
    assign branchjudge_ge       =   comp_type[2:1] == 2'b11;
    assign branchjudge_eq_res   =   alu_res_data == 65'b0;
    assign branchjudge_neq_res  =   alu_res_data != 65'b0;
    assign branchjudge_ge_res   =   alu_res_data[64] == 1'b0;
    assign branchjudge_lt_res   =   alu_res_data[64] == 1'b1;
    assign branchjudge_res_pre  =   0 | branchjudge_eq & branchjudge_eq_res
                                      | branchjudge_neq & branchjudge_neq_res
                                      | branchjudge_ge & branchjudge_ge_res
                                      | branchjudge_lt & branchjudge_lt_res;
    assign branchjudge_res_data = { 63'b0, branchjudge_res_pre };
endmodule
`timescale 1ns / 1ps
module ex_shifter (
    input                       inst_shift,
    input   [2:0]   shift_type,
    input                       shift_num_src,
    input   [63:0]         rs1_data,
    input   [63:0]         rs2_data,
    input   [5:0]    imm_shift,
    output  [63:0]         shifter_res
);
    wire shift_word;
    wire shift_sllx;
    wire shift_srxx;
    wire shift_srax;
    wire shift_srlx;
    wire shift_srl;
    wire shift_srlw;
    wire [5:0]   shift_num_pre;
    wire [5:0]   shift_num_eff;
    wire [63:0]        shift_src;
    wire [63:0]        shift_src_pre;
    wire [63:0]        shift_res;
    wire [63:0]        shift_sllx_res;
    wire [63:0]        shift_srax_res;
    wire [63:0]        shift_srlx_res;
    wire [63:0]        shift_eff_mask;
    assign shift_word       =   shift_type[2:1] == 2'b11;
    assign shift_sllx       =   shift_type      == 3'b011;
    assign shift_srxx       =   shift_type[2]   == 1'b1;
    assign shift_srax       =   shift_srxx & ( shift_type[0] == 1'b0 ); 
    assign shift_srlx       =   shift_srxx & ( shift_type[0] == 1'b1 );
    assign shift_srl        =   shift_srlx & ~shift_word;
    assign shift_srlw       =   shift_srlx & shift_word;
    assign shift_num_pre    =   shift_num_src? imm_shift: rs2_data[5:0];
    assign shift_num_eff    =   shift_word? { 1'b0, shift_num_pre[4:0] }: shift_num_pre;
    assign shift_src_pre    =   shift_srlw && ( shift_num_eff != 1'b0 )? { 32'b0, rs1_data[31:0] }: rs1_data;
    assign shift_src        =   shift_srxx? { shift_src_pre[00], shift_src_pre[01], shift_src_pre[02], shift_src_pre[03], 
                                              shift_src_pre[04], shift_src_pre[05], shift_src_pre[06], shift_src_pre[07], 
                                              shift_src_pre[08], shift_src_pre[09], shift_src_pre[10], shift_src_pre[11], 
                                              shift_src_pre[12], shift_src_pre[13], shift_src_pre[14], shift_src_pre[15],
                                              shift_src_pre[16], shift_src_pre[17], shift_src_pre[18], shift_src_pre[19],
                                              shift_src_pre[20], shift_src_pre[21], shift_src_pre[22], shift_src_pre[23],
                                              shift_src_pre[24], shift_src_pre[25], shift_src_pre[26], shift_src_pre[27], 
                                              shift_src_pre[28], shift_src_pre[29], shift_src_pre[30], shift_src_pre[31],
                                              shift_src_pre[32], shift_src_pre[33], shift_src_pre[34], shift_src_pre[35],
                                              shift_src_pre[36], shift_src_pre[37], shift_src_pre[38], shift_src_pre[39],
                                              shift_src_pre[40], shift_src_pre[41], shift_src_pre[42], shift_src_pre[43],
                                              shift_src_pre[44], shift_src_pre[45], shift_src_pre[46], shift_src_pre[47],
                                              shift_src_pre[48], shift_src_pre[49], shift_src_pre[50], shift_src_pre[51],
                                              shift_src_pre[52], shift_src_pre[53], shift_src_pre[54], shift_src_pre[55],
                                              shift_src_pre[56], shift_src_pre[57], shift_src_pre[58], shift_src_pre[59],
                                              shift_src_pre[60], shift_src_pre[61], shift_src_pre[62], shift_src_pre[63]
                                            }
                                            : shift_src_pre;                                   
    assign shift_res        =   shift_src << shift_num_eff;
    assign shift_sllx_res   =   shift_res;
    assign shift_srlx_res   =   { shift_res[00], shift_res[01], shift_res[02], shift_res[03], 
                                  shift_res[04], shift_res[05], shift_res[06], shift_res[07], 
                                  shift_res[08], shift_res[09], shift_res[10], shift_res[11], 
                                  shift_res[12], shift_res[13], shift_res[14], shift_res[15],
                                  shift_res[16], shift_res[17], shift_res[18], shift_res[19],
                                  shift_res[20], shift_res[21], shift_res[22], shift_res[23],
                                  shift_res[24], shift_res[25], shift_res[26], shift_res[27], 
                                  shift_res[28], shift_res[29], shift_res[30], shift_res[31],
                                  shift_res[32], shift_res[33], shift_res[34], shift_res[35],
                                  shift_res[36], shift_res[37], shift_res[38], shift_res[39],
                                  shift_res[40], shift_res[41], shift_res[42], shift_res[43],
                                  shift_res[44], shift_res[45], shift_res[46], shift_res[47],
                                  shift_res[48], shift_res[49], shift_res[50], shift_res[51],
                                  shift_res[52], shift_res[53], shift_res[54], shift_res[55],
                                  shift_res[56], shift_res[57], shift_res[58], shift_res[59],
                                  shift_res[60], shift_res[61], shift_res[62], shift_res[63]
                                };
    assign shift_srax_res   = shift_word? shift_srlx_res: ( ( shift_srlx_res & shift_eff_mask ) | ( { 64 { shift_srlx_res[63] } } & ~shift_eff_mask ) );
    assign shift_eff_mask   = ( ~( 64'b0) ) >> shift_num_eff;
    assign shifter_res      = 64'h00000000_00000000 | ( { 64 { shift_sllx } } & shift_sllx_res ) 
                                          | ( { 64 { shift_srax } } & shift_srax_res )
                                          | ( { 64 { shift_srlx } } & shift_srlx_res );  
endmodule
`timescale 1ns / 1ps
module ex_top (
    input                       alu_src_pc,
    input                       alu_src_imm,
    input   [2:0]       alu_op,
    input                       inst_word,
    input                       inst_sltxx,
    input   [2:0]    comp_type,
    input                       inst_shift,
    input                       shift_num_src,
    input   [2:0]   shift_type,
    input   [63:0]    pc,
    input   [63:0]         rs1_data,
    input   [63:0]         rs2_data,
    input   [63:0]         imm_data,
    input   [5:0]    imm_shift,
    output  [63:0]         alu_raw_res,
    output  [63:0]         ex_odata,
    output                      branchjudge_res
);
    wire    [63:0]         rs1_data_wordgen;
    wire    [63:0]         rs2_data_wordgen;
    wire    [63:0]         rs1_data_muxout;
    wire    [63:0]         rs2_data_muxout;
    wire    [64:0]  alu_res_data;
    wire    [63:0]         branchjudge_res_data;
    wire    [63:0]         shifter_res;
    wire    [63:0]         alu_branchjudge_res_data;
    wire    [63:0]         ex_odata_pre;
    wire    [63:0]         ex_odata_wordgen;
    assign rs1_data_muxout          =   inst_word? rs1_data_wordgen: rs1_data;
    assign rs2_data_muxout          =   inst_word? rs2_data_wordgen: rs2_data;
    assign alu_branchjudge_res_data =   inst_sltxx? branchjudge_res_data: alu_res_data[63:0];
    assign ex_odata_pre             =   inst_shift? shifter_res: alu_branchjudge_res_data;
    assign ex_odata                 =   inst_word? ex_odata_wordgen: ex_odata_pre;
    assign alu_raw_res              =   alu_res_data[63:0];
    assign branchjudge_res          =   branchjudge_res_data[0];
    ex_alu my_ex_alu(
        .comp_type( comp_type ), 
        .alu_src_pc( alu_src_pc ),
        .alu_src_imm( alu_src_imm ),
        .alu_op( alu_op ),
        .pc( pc ),
        .rs1_data( rs1_data_muxout ),
        .rs2_data( rs2_data_muxout ),
        .imm_data( imm_data ),
        .alu_res_data( alu_res_data )
    );
    ex_branchjudge my_ex_branchjudge(
        .comp_type( comp_type ), 
        .alu_res_data( alu_res_data ),
        .branchjudge_res_data( branchjudge_res_data )
    );
    ex_shifter my_ex_shifter(
        .inst_shift( inst_shift ),
        .shift_type( shift_type ),
        .shift_num_src( shift_num_src ),
        .rs1_data( rs1_data_muxout ),
        .rs2_data( rs2_data ),
        .imm_shift( imm_shift ),
        .shifter_res( shifter_res )
    );
    ex_wordgen rs1_wordgen(
        .inst_word( inst_word ), 
        .wordgen_idata( rs1_data ),
        .wordgen_res_data( rs1_data_wordgen )
    );
    ex_wordgen rs2_wordgen(
        .inst_word( inst_word ), 
        .wordgen_idata( rs2_data ),
        .wordgen_res_data( rs2_data_wordgen )
    );
    ex_wordgen odata_wordgen(
        .inst_word( inst_word ), 
        .wordgen_idata( ex_odata_pre ),
        .wordgen_res_data( ex_odata_wordgen )
    );
endmodule
`timescale 1ns / 1ps
module ex_wordgen (
    input                       inst_word, 
    input   [63:0]         wordgen_idata,
    output  [63:0]         wordgen_res_data
);
    wire [63:0]    wordgen_res_data_pre;
    assign wordgen_res_data_pre     =   { { 32 { wordgen_idata[31] } }, wordgen_idata[31:0] };
    assign wordgen_res_data         =   inst_word ? wordgen_res_data_pre: 64'h00000000_00000000;
endmodule
--- flow/run.sh ---
#!/bin/bash
# OpenROAD 26Q1-2900-gdf79404cd8, Yosys 0.63+post, stock flow scripts
make -C /OpenROAD-flow-scripts/flow DESIGN_CONFIG=/design/flow/config.mk WORK_HOME=/design/flow/orfs finish
==> reports/qor.txt <==
number of hold buffers added after cts = 0
power density over the cells = 27.4 nW/µm²
top cell type by instance count after synthesis = nand2_1
setup violators final = 0
number of cells in the yosys synthesis report = 3129
register share after synthesis = 0
total of cells resized after clock tree synthesis = 0
cell types occupying the most area after synthesis = ha_1, mux2i_1, nand2_1
share of layout cells above drive strength 1 = 0.0596
tool warning count = 106
DRC Markers = 0
global-route wire length before repair = 175 mm
Cell Int Power = 0.242 mW
tally of yosys warning messages = 0
Die ar. = 50200 µm²
YS chip area = 19700 µm²
maximum vdd drop = 0.0000125 V
final weighted congestion of routability-driven global placement = 1.15
count of port buffers added during placement = 406
leakage component of the power = 10.2 nW
Area Growth Syn to Fin = 23.0%
endpoint with the worst hold slack = ex_odata[23]
number of flip-flops and latches = 0
violation count after the first detailed-route iteration = 3974
worst path arrival time = 15.13 ns
worst hold stages = 4
Setup crit end kind = output pin
number of routed nets with antenna violations = 0
per-instance average area after synthesis = 6.31 µm²
final worst setup slack = 12.31 ns
number of antenna violations at the first check in global routing = 8
unrepaired setup endpoints after global routing = no
Slew @ Worst Pin = 1.54 ns
number of placement rows = 81
wire length per cell = 30.8 µm
Post-synth top cells = nand2_1, a21oi_1, nor2_1
worst hold path type = in -> out
worst setup path class = in -> out
net switching power figure = 0.423 mW
part of the cycle the worst path needs = 0.641
startpoint of the most critical hold path = shift_type[2]
Mapped Area = 19700 µm²
violations in the final reports = slew limit
largest net degree at the start of global routing = 69
final hold violations = 0
startpoint type of the worst setup path = input port
sum of net half-perimeters after detailed placement = 101 mm
worst-path maximum fanout = 68
detailed-route wire length = 125 mm
total count of max-transition violations in the final report = 2
fraction of post-synthesis cell area in the top cell type by area = 0.129
final critical delay including setup and external delays = 21.99 ns
Overall Global Routing Usage = 0.486
vias after detailed routing = 27100
Initial Utilization = 0.404
number of clock buffers in the layout = 0
pre-CTS worst setup slack = 12.61 ns
count of placed standard cells including taps = 4037
vias in the first global route = 24600
count of cell types in the netlist = 111
run status = complete, but fails checks
switching share of total power = 0.636
flip-flop and latch area = 0 µm²
Final TNS setup = 0 ns
headroom to the max-slew limit = -0.0287
cell count after synthesis = 3129
Initial DRT Pass Iterations = 6
I/O pin total = 406
cell taking the most area after synthesis = ha_1
die height = 224 µm
Worst Path Required = 27.44 ns
width of the die = 224 µm
Final Instance Count excl. Fillers = 4042
Highest Clock Rate = 45.5 MHz
reported max-cap violation count = 0
residual overflow from global routing = 0
total core area = 48800 µm²
Setup Fix Bufs, Post-CTS = 0
via density per instance = 6.71
## critical path: stages
cell and delay (ns):
buf_4 0.54, buf_4 0.72, mux2i_1 0.55, nand4_1 0.19, nor2_1 0.24, and4b_1 0.47
and2_1 0.45, a21oi_1 0.15, xnor2_1 0.21, ha_1 0.47, nand2_1 0.18, nor2_1 0.41
nand2_1 0.25, nor4_1 0.68, a31oi_2 0.18, xnor2_1 0.23, a2111oi_0 0.45, nand4_1 0.22
or3_4 0.44, nor4_4 0.27, xnor2_1 0.14, o31ai_1 0.27, clkdlybuf4s50_1 0.52
## cell type report
cell class         instances  area, µm²
diodes                     5       12.5
inverters                159        597
fillers                 4885      24600
repair buffers           492       4690
multi-input cells       2722      18100
well taps                664        831
## worst max path at each step
stage                  to        start
CTS           ex_odata[0]  alu_src_imm
finish        ex_odata[0]  alu_src_imm
global route  ex_odata[0]  alu_src_imm
## power by group through the flow
stage	Clock, mW	Sequential, mW	Combinational [mW]
global route	0.00000000637	0	0.691
CTS	0	0	0.634
## per-stage QoR
step                      hold slack, ns  instance area (µm²)  utilization  power [mW]
after global placement             14.72                24300        0.497       0.632
final                              14.74                24300        0.497       0.664
after global routing               14.78                24300        0.497       0.691
after detailed placement           14.71                24300        0.497       0.630
after CTS                          14.71                24300        0.497       0.634
after floorplan                    13.83                19700            -       0.352
## per-layer routing
layer	wire (µm)	global-route usage	vias to the layer above
met1	46900	0.621	12500
li1	-	-	11900
met4	9980	0.304	16
met5	132	0	-
met3	16400	0.148	461
met2	51200	0.712	2159
## placed cells by master, fill, tap and decap left out, types with 24 or more instances in the layout
| cell | Yosys | final |
|---|---|---|
| ha_1 | 203 | 203 |
| o21ai_0 | 264 | 264 |
| nand3_1 | 47 | 47 |
| nand2_1 | 448 | 448 |
| clkdlybuf4s50_1 | 0 | 400 |
| o211ai_1 | 39 | 39 |
| buf_4 | 4 | 91 |
| a31oi_1 | 47 | 47 |
| a21oi_1 | 310 | 309 |
| nor3_1 | 44 | 43 |
| mux2i_1 | 197 | 191 |
| nand2b_1 | 25 | 25 |
| a22oi_1 | 48 | 48 |
| inv_1 | 156 | 156 |
| xnor2_1 | 90 | 90 |
| a221oi_1 | 25 | 25 |
| mux2_2 | 29 | 28 |
| a21o_1 | 72 | 72 |
| nand4_1 | 57 | 57 |
| a211oi_1 | 32 | 32 |
| o21a_1 | 36 | 36 |
| o31ai_1 | 24 | 24 |
| nor2_1 | 275 | 274 |
| o22ai_1 | 33 | 33 |
## logic make-up after synthesis
kind of cell,share of synthesized area
mux,0.125
buf+inv,0.0855
fa+ha+maj,0.130
simple gates,0.244
compound gates,0.366
xor+xnor,0.0502
Power figures rest on the tool's default switching activity, not on a simulated workload.
