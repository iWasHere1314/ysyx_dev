==> design/flow/design.v <==
`timescale 1ns/10ps
`timescale 1ns / 1ps
module mem2wb(
    input                       clk,
    input                       rst,
    input                       mem2wb_inst_valid_i,
    input   [4:0]    mem2wb_rd_index_i,
    input                       mem2wb_rd_en_i,
    input                       mem2wb_inst_trap_i,
    input                       mem2wb_intp_en_i,
    input                       mem2wb_inst_csr_i,
    input   [31:0]         mem2wb_inst_i,
    input   [63:0]    mem2wb_inst_addr_i,
    input                       mem2wb_inst_nop_i,
    input                       mem2wb_csr_skip_i,
    input   [63:0]          mem2wb_mstatus_i,
    input   [63:0]          mem2wb_mtvec_i,
    input   [63:0]          mem2wb_mepc_i,
    input   [63:0]          mem2wb_mcause_i,
    input   [63:0]          mem2wb_mip_i,
    input   [63:0]          mem2wb_mie_i,
    input   [63:0]          mem2wb_mscratch_i,
    input   [31:0]              mem2wb_cause_i,
    input                       mem2wb_clint_dstb_skip_i,
    input                       mem2wb_inst_selfdefine_i,
    output  [4:0]    mem2wb_rd_index_o,
    output                      mem2wb_rd_en_o,
    output                      mem2wb_inst_trap_o,
    output                      mem2wb_intp_en_o,
    output                      mem2wb_inst_csr_o,
    output  [31:0]         mem2wb_inst_o,
    output  [63:0]    mem2wb_inst_addr_o,
    output                      mem2wb_inst_nop_o,
    output                      mem2wb_csr_skip_o,
    output  [63:0]          mem2wb_mstatus_o,
    output  [63:0]          mem2wb_mtvec_o,
    output  [63:0]          mem2wb_mepc_o,
    output  [63:0]          mem2wb_mcause_o,
    output  [63:0]          mem2wb_mip_o,
    output  [63:0]          mem2wb_mie_o,
    output  [63:0]          mem2wb_mscratch_o,
    output  [31:0]              mem2wb_cause_o,
    output                      mem2wb_clint_dstb_skip_o,
    output                      mem2wb_inst_selfdefine_o,
    input   [63:0]         mem2wb_rd_data_i,
    input   [63:0]    mem2wb_csr_nxt_pc_i,
    output  [63:0]         mem2wb_rd_data_o,
    output  [63:0]    mem2wb_csr_nxt_pc_o
);
    reg     [4:0]    rd_index_r;
    reg                         rd_en_r;
    reg                         inst_trap_r;
    reg                         intp_en_r;
    reg                         inst_csr_r;
    reg     [31:0]         inst_r;
    reg     [63:0]    inst_addr_r;
    reg                         inst_nop_r;
    reg                         csr_skip_r;
    reg     [63:0]          mstatus_r;
    reg     [63:0]          mtvec_r;
    reg     [63:0]          mepc_r;
    reg     [63:0]          mcause_r;
    reg     [63:0]          mip_r;
    reg     [63:0]          mie_r;
    reg     [63:0]          mscratch_r;
    reg     [31:0]              cause_r;
    reg                         clint_dstb_skip_r;
    reg                         inst_selfdefine_r;
    reg     [63:0]         rd_data_r;
    reg     [63:0]    csr_nxt_pc_r;
    wire                        flow_en;
    wire                        intp_en;
    assign mem2wb_rd_index_o         =   rd_index_r;
    assign mem2wb_rd_en_o            =   rd_en_r;
    assign mem2wb_inst_trap_o        =   inst_trap_r;
    assign mem2wb_intp_en_o          =   intp_en_r;
    assign mem2wb_inst_csr_o         =   inst_csr_r;
    assign mem2wb_inst_o             =   inst_r;
    assign mem2wb_inst_addr_o        =   inst_addr_r;
    assign mem2wb_inst_nop_o         =   inst_nop_r;
    assign mem2wb_csr_skip_o         =   csr_skip_r;
    assign mem2wb_mstatus_o          =   mstatus_r;
    assign mem2wb_mtvec_o            =   mtvec_r;
    assign mem2wb_mepc_o             =   mepc_r;
    assign mem2wb_mcause_o           =   mcause_r;
    assign mem2wb_mip_o              =   mip_r;
    assign mem2wb_mie_o              =   mie_r;
    assign mem2wb_mscratch_o         =   mscratch_r;
    assign mem2wb_cause_o            =   cause_r;
    assign mem2wb_clint_dstb_skip_o  =   clint_dstb_skip_r;
    assign mem2wb_inst_selfdefine_o  =   inst_selfdefine_r;
    assign mem2wb_rd_data_o          =   rd_data_r;
    assign mem2wb_csr_nxt_pc_o       =   csr_nxt_pc_r;
    assign flow_en                   =   mem2wb_inst_valid_i;
    assign intp_en                   =   mem2wb_inst_valid_i & mem2wb_intp_en_i;
    always @( posedge clk ) begin
        if( rst | intp_en ) begin
            rd_index_r <= 5'b0;
        end
        else if( flow_en ) begin
            rd_index_r <= mem2wb_rd_index_i;
        end
        else begin
            rd_index_r <= rd_index_r;
        end
    end
    always @( posedge clk ) begin
        if( rst | intp_en ) begin
            rd_en_r <= 1'b0;        
        end
        else if( flow_en ) begin
            rd_en_r <= mem2wb_rd_en_i;
        end
        else begin
            rd_en_r <= rd_en_r;
        end
    end
    always @( posedge clk ) begin
        if( rst | intp_en ) begin
            inst_trap_r <= 1'b0;        
        end
        else if( flow_en ) begin
            inst_trap_r <= mem2wb_inst_trap_i;
        end
        else begin
            inst_trap_r <= inst_trap_r;
        end
    end
    always @( posedge clk ) begin
        if( rst ) begin
            intp_en_r <= 1'b0;        
        end
        else if( flow_en ) begin
            intp_en_r <= mem2wb_intp_en_i;
        end
        else begin
            intp_en_r <= intp_en_r;
        end
    end
    always @( posedge clk ) begin
        if( rst ) begin
            inst_csr_r <= 1'b0;
        end
        else if( flow_en ) begin
            inst_csr_r <= mem2wb_inst_csr_i;
        end
        else begin
            inst_csr_r <= inst_csr_r;
        end
    end
    always @( posedge clk ) begin
        if( rst ) begin
            inst_r <= 32'h0000_0033;
        end
        else if( flow_en ) begin
            inst_r <= mem2wb_inst_i;
        end
        else begin
            inst_r <= inst_r;
        end
    end
    always @( posedge clk ) begin
        if( rst ) begin
            inst_addr_r <= 64'b0;
        end
        else if( flow_en ) begin
            inst_addr_r <= mem2wb_inst_addr_i;
        end
        else begin
            inst_addr_r <= inst_addr_r;
        end
    end
    always @( posedge clk ) begin
        if( rst ) begin
            inst_nop_r <= 1'b1;
        end
        else if( flow_en ) begin
            inst_nop_r <= mem2wb_inst_nop_i;
        end
        else begin
            inst_nop_r <= inst_nop_r;
        end
    end
    always @( posedge clk ) begin
        if( rst ) begin
            csr_skip_r <= 1'b0;
        end
        else if( flow_en ) begin
            csr_skip_r <= mem2wb_csr_skip_i;
        end
        else begin
            csr_skip_r <= csr_skip_r;
        end
    end
    always @( posedge clk ) begin
        if( rst ) begin
            mstatus_r <= 64'b0;
        end
        else if( flow_en ) begin
            mstatus_r <= mem2wb_mstatus_i;
        end
        else begin
            mstatus_r <= mstatus_r;
        end
    end
    always @( posedge clk ) begin
        if( rst ) begin
            mtvec_r <= 64'b0;
        end
        else if( flow_en ) begin
            mtvec_r <= mem2wb_mtvec_i;
        end
        else begin
            mtvec_r <= mtvec_r;
        end
    end
    always @( posedge clk ) begin
        if( rst ) begin
            mepc_r <= 64'b0;
        end
        else if( flow_en ) begin
            mepc_r <= mem2wb_mepc_i;
        end
        else begin
            mepc_r <= mepc_r;
        end
    end
    always @( posedge clk ) begin
        if( rst ) begin
            mcause_r <= 64'b0;
        end
        else if( flow_en ) begin
            mcause_r <= mem2wb_mcause_i;
        end
        else begin
            mcause_r <= mcause_r;
        end
    end
    always @( posedge clk ) begin
        if( rst ) begin
            mip_r <= 64'b0;
        end
        else if( flow_en ) begin
            mip_r <= mem2wb_mip_i;
        end
        else begin
            mip_r <= mip_r;
        end
    end
    always @( posedge clk ) begin
        if( rst ) begin
            mie_r <= 64'b0;
        end
        else if( flow_en ) begin
            mie_r <= mem2wb_mie_i;
        end
        else begin
            mie_r <= mie_r;
        end
    end
    always @( posedge clk ) begin
        if( rst ) begin
            mscratch_r <= 64'b0;
        end
        else if( flow_en ) begin
            mscratch_r <= mem2wb_mscratch_i;
        end
        else begin
            mscratch_r <= mscratch_r;
        end
    end
    always @( posedge clk ) begin
        if( rst ) begin
            cause_r <= 32'b0;
        end
        else if( flow_en ) begin
            cause_r <= mem2wb_cause_i;
        end
        else begin
            cause_r <= cause_r;
        end
    end
    always @( posedge clk ) begin
        if( rst ) begin
            clint_dstb_skip_r <= 1'b0;   
        end
        else if( flow_en ) begin
            clint_dstb_skip_r <= mem2wb_clint_dstb_skip_i;
        end
        else begin
            clint_dstb_skip_r <= clint_dstb_skip_r;
        end
    end
    always @( posedge clk ) begin
        if( rst | intp_en ) begin
            inst_selfdefine_r <= 1'b0;   
        end
        else if( flow_en ) begin
            inst_selfdefine_r <= mem2wb_inst_selfdefine_i;
        end
        else begin
            inst_selfdefine_r <= inst_selfdefine_r;
        end
    end
    always @( posedge clk ) begin
        if( rst | intp_en ) begin
            rd_data_r <= 64'b0;   
        end
        else if( flow_en ) begin
            rd_data_r <= mem2wb_rd_data_i;
        end
        else begin
            rd_data_r <= rd_data_r;
        end
    end
    always @( posedge clk ) begin
        if( rst ) begin
            csr_nxt_pc_r <= 64'b0;   
        end
        else if( flow_en ) begin
            csr_nxt_pc_r <= mem2wb_csr_nxt_pc_i;
        end
        else begin
            csr_nxt_pc_r <= csr_nxt_pc_r;
        end
    end
endmodule
==> design/flow/run.sh <==
#!/bin/bash
# OpenROAD 26Q1-2900-gdf79404cd8, Yosys 0.63+post, stock flow scripts
make -C /OpenROAD-flow-scripts/flow DESIGN_CONFIG=/design/flow/config.mk WORK_HOME=/design/flow/orfs finish
==> design/flow/config.mk <==
export PLATFORM = sky130hd
export DESIGN_NAME = mem2wb
export DESIGN_NICKNAME = mem2wb
export VERILOG_FILES = /design/flow/design.v
export SDC_FILE = /design/flow/constraint.sdc
export NUM_CORES = 4
export LEC_CHECK = 1
export CORE_AREA = 10 10 549 549
export DIE_AREA = 0 0 559 559
==> design/flow/constraint.sdc <==
current_design mem2wb

set clk_period 2.1
set clk_io_pct 0.2

create_clock -name clk0 -period $clk_period [get_ports {clk}]

set non_clock_inputs [all_inputs -no_clocks]
set_input_delay [expr $clk_period * $clk_io_pct] -clock clk0 $non_clock_inputs
set_output_delay [expr $clk_period * $clk_io_pct] -clock clk0 [all_outputs]
==> results.ini <==
[run_status]
status = completed

[sta]
relSlewSlack_pct = 62.5
whs_ns = 0.218
fmax_mhz = 496
period_used_pct = 96.0
final.setup.tns_ns = 0
report.final.slew_viol_count = 0
finalWorstSetupSlack_ns = 0.0848
hold_violations = 0
setup_viol = 0
rsz0062_at_grt = false
tightestPinTransition_ns = 0.562
skew_ns = 0
fin_crit_ns = 2.02

[power_and_ir_drop]
switchingPower_mw = 8.77
p_seq_share_pct = 42.3
leakage_nw = 20.3
power.share.clock_pct = 43.8
irDropWorstVdd_uv = 521
switching_share_pct = 24.9
p_per_area_mw_per_mm2 = 744
p_int_mw = 26.4
p_comb_share_pct = 13.9

[yosys]
synth_area_leader_cell = dfxtp_1
edf_count = 0
ys_ff = 717
most_common_cell = dfxtp_1
synth_cells = 2400
ys_area_mm2 = 0.0260
ys_seq_share_pct = 55.3
top_area_share_pct = 55.3
yosys-top-cells-area = dfxtp_1 55%, mux2i_1 25%, nor2_1 9.3%, buf_6 2.6%, nand3b_1 1.9%
avgSynthCellArea_um2 = 10.8
ys_types = 18
ys_cells = 2400
netlist_area_mm2 = 0.0260
ys_warn_count = 1
ys.flop_type = dfxtp_1
ys_top_cells_by_count = 717 x dfxtp_1, 640 x mux2i_1, 640 x nor2_1
synthArstFlopShare_pct = 0

[layout]
layout.area.seq_mm2 = 0.0147
layout-drive-gt1-share_pct = 13.0
syn2layout_area_growth_pct = 82.0
comb_area_mm2 = 0.0102
design_area_mm2 = 0.0473
fill_cells = 31800
final_cells = 7781

[worst_setup_path]
cp_max_fo = 2
critPathTopFamily = buffers and inverters
cp_num_buf_inv = 1
crit_arrival_ns = 1.60
cp-end-kind = output pin
cpMaxStageDelayCell = clkdlybuf4s15_1
worstPathCellList = clkdlybuf4s15_1
cp.required_ns = 1.68
critPathKind = reg -> out
critPathMaxStageDelay_ns = 0.45
critPathLaunchType = flip-flop
r2r_slack_ns = 1.33

[drt]
met2WireLength_um = 70900
drt-met1-wl_um = 56900
wl_met3_um = 21500
ant_nets = 0
drt-initial-drc-count = 1079
highest_layer = met5
drt_wl_total_um = 154000
vias = 22800
drtPass1Iterations = 5
post_drt_wl_per_cell_um = 19.7
viasPerCell = 2.93
drc = 0

[floorplanning]
initial_utilization_pct = 8.99
die_h_um = 559
design.core.area_mm2 = 0.289
num_rows = 197
fp.dieW_um = 559
top_level_ports = 1437
chipArea_mm2 = 0.312

[placed_design]
gp_congestion = 0.947
place_hpwl_um = 127000
place_ws_ns = 0.362
io_buffers = 1436
place_area_mm2 = 0.0445
placed_cells = 7601

[global_routing]
grt_max_degree = 82
grt_overflow_total = 0
antenna_found_initial = 75
grt.total_usage_pct = 9.48
grt_first_pass_wirelength_um = 206000
grt_pass1_vias = 23400

[cts]
cts_tree = yes
cts_buffers = 89
cts_buffer_depth = 4
cts_sinks = 717
clkTransAtPathRegs_ns = 0.06
root_buffer = clkbuf_16
clock_latency_ns = 0.78
htree_num_levels = 3

[min_path]
hold_path.class = in -> reg

[flow_run]
drv_cap = 0
warnings = 25

metrics by stage:
step           power [mW]  utilization [%]
2_1_floorplan        16.6                -
3_3_place_gp         20.5             15.4
3_5_place_dp         20.5             15.4
4_1_cts              35.9             16.4
5_1_grt              36.8             16.4
6_report             35.2             16.4
cells by family (layout without fill, tap and decap cells):
logic type             count (synthesis)  count (layout)  synth area share (%)
multiplexers                         640             640                  24.7
flip-flops                           717             717                  55.3
AND/OR/NAND/NOR                      784             784                  13.0
other                                  0              23                     0
buffers and inverters                182            1660                  5.40
AND-OR/OR-AND                         77              77                  1.64
layer usage:
metal / vias to the layer above / global-route usage (%)
li1: 10900 / -
met1: 10500 / 10.5
met2: 1105 / 15.5
met3: 247 / 6.02
met4: 64 / 1.80
met5: - / 0
final timing paths:
kind                                                    to                  startpoint  depth (start not counted)
worst max register to register      inst_r[4]$_SDFFE_PP1P_      inst_r[4]$_SDFFE_PP1P_                          2
worst min-delay path                  rd_en_r$_SDFFE_PP0P_              mem2wb_rd_en_i                          3
worst min register to register  rd_data_r[60]$_SDFFE_PP0P_  rd_data_r[60]$_SDFFE_PP0P_                          2
worst max-delay path                     mem2wb_mepc_o[29]     mepc_r[29]$_SDFFE_PP0P_                          1
cells in the final DEF (no fill, tap or decap), types with 18 or more instances in the layout:
| master | count |
|---|---|
| clkbuf_8 | 21 |
| dlygate4sd2_1 | 451 |
| dfxtp_1 | 457 |
| clkbuf_16 | 89 |
| dfxtp_2 | 235 |
| nand3b_1 | 66 |
| mux2i_1 | 640 |
| buf_4 | 49 |
| clkdlybuf4s50_1 | 925 |
| nor2_1 | 640 |
| a21oi_1 | 66 |
| diode_2 | 23 |
| dfxtp_4 | 25 |
| nand2b_1 | 66 |
| buf_12 | 18 |
| clkdlybuf4s15_2 | 21 |
state kept, by name, indices dropped and copies added (netlist names):
name / flops
inst_addr_r: 64
mie_r: 64
intp_en_r: 1
mcause_r: 64
inst_nop_r: 1
inst_r: 32
cause_r: 32
mip_r: 64
csr_nxt_pc_r: 64
mepc_r: 64
csr_skip_r: 1
clint_dstb_skip_r: 1
inst_trap_r: 1
mtvec_r: 64
rd_data_r: 64
rd_en_r: 1
mstatus_r: 64
rd_index_r: 5
inst_selfdefine_r: 1
inst_csr_r: 1
mscratch_r: 64
power by group through the flow:
stage     clock [mW]  sequential, mW  combinational, mW
4_1_cts         16.0            14.9               5.03
5_1_grt         16.5            15.0               5.31
6_report        15.4            14.9               4.89
area by class of cell:
type,instances,share of cell area (%)
Tap cell,3880,10.3
Multi-Input combinational cell,1501,21.6
Sequential cell,717,31.2
Antenna cell,23,0.122
Clock buffer,127,5.46
Clock inverter,28,0.657
Inverter,6,0.0477
Timing Repair Buffer,1499,30.7
timing repair:
item	CTS	global route
pin swaps	0	0
hold endpoints to repair	2	0
buffers inserted	0	0
resized	812	54
hold buffers	2	0
endpoints found under the setup margin	584	49
No activity file was given, so power comes from the tool's default toggle rates.
